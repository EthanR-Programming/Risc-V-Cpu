==> ./design.v <==
module pc (
    input logic [0:0] clk,
    input logic [0:0] reset,
    input logic [31:0] reset_address,
    input logic [0:0] stall,
    output logic [31:0] program_counter
);
    logic [31:0] current_counter; 
    always @(negedge clk ) begin        
        if (reset)
            current_counter <= reset_address;
        else if(!stall)
            current_counter <= current_counter + 32'h4;
    end
    always @(posedge clk) begin
        program_counter <= current_counter;
    end
endmodule
==> ./run.sh <==
#!/bin/bash
# OpenROAD 26Q1-2900-gdf79404cd8, Yosys 0.63+post, stock flow scripts
make -C /OpenROAD-flow-scripts/flow DESIGN_CONFIG=/design/flow/config.mk WORK_HOME=/design/flow/orfs finish
==> ./config.mk <==
export PLATFORM = sky130hd
export DESIGN_NAME = pc
export DESIGN_NICKNAME = pc
export VERILOG_FILES = /design/flow/design.v
export SDC_FILE = /design/flow/constraint.sdc
export NUM_CORES = 4
export LEC_CHECK = 1
export CORE_UTILIZATION = 40
==> ./constraint.sdc <==
current_design pc

set clk_period 5.4
set clk_io_pct 0.2

create_clock -name clk0 -period $clk_period [get_ports {clk}]

set non_clock_inputs [all_inputs -no_clocks]
set_input_delay [expr $clk_period * $clk_io_pct] -clock clk0 $non_clock_inputs
set_output_delay [expr $clk_period * $clk_io_pct] -clock clk0 [all_outputs]
==> flow_summary.yaml <==
# yosys + openroad results
critical_path:
  crit_top_cell: "buf_12"
  crit_type: "in2reg"
  critPathMaxStageDelay_ps: 500
  worstReg2RegStart: "current_counter[18]$_DFFE_NN_"
  critical_path_buf_inv_count: 4
  critPathLaunchType: "input pin"
  cp_top_family: "buffers and inverters"
  crit_path_end_kind: "register"
  crit_arrival_ps: 2220
  crit_chain: "clkdlybuf4s50_1 -> buf_12 -> inv_1 -> nand2_1 -> buf_12"
  cpMaxStageDelayCell: "clkdlybuf4s50_1"
  cp-startpoint: "reset[0]"
  worstPathRequired_ps: 2720
  worstPathMaxFanout: 38
layout:
  fillers: 522
  finalNonFillerCells: 419
  area.growth.synth_to_final_pct: 41.2
  drive_above_1_share: 0.0673
yosys:
  async_reset_ff_frac: 0
  synth_seq_share: 0.616
  avgSynthCellArea_um2: 10.9
  syn_inst: 238
  ys_warn_count: 1
  yosys-top-cells-area: "edfxtp_1 (37%), dfxtp_1 (25%), or4_1 (4.3%), nand2_1 (3.9%), a31oi_1 (3.1%)"
  ys_top_cells_by_count: "dfxtp_1 (32), edfxtp_1 (32), nand2_1 (27)"
  top_cell_area_share: 0.370
  ff_type: "edfxtp_1"
  synth_flops: 64
  ys_cells: 238
  synthDistinctLibCells: 28
  edf_count: 32
  yosysTopAreaCell: "edfxtp_1"
  syn-cell-area_um2: 2600
  synth_chip_area_um2: 2600
clock_network:
  post_cts_buffers: 0
  cts_hold_buf: 0
  cts_tree: "done"
  cts_resized: 0
  cts.sinks: 64
  cts_root_buf: "clkbuf_8"
  clk_pin_slew_worst_paths_ps: 30
  htreeDepth: 3
  clkLatencyLatePin_ps: 330
  ctsLongestPathBuffers: 2
  cts_made_buffers: 9
routing:
  antenna_left: 0
  detailroute.via_count: 2119
  wl_per_cell_um: 12.8
  vias_per_cell: 5.06
  antenna_cells: 0
  drt_iter0_drc: 119
  firstDrtPassIters: 4
  wirelength_um: 5370
  drc: 0
floorplanning:
  core_area_um2: 6310
  ioPinCount: 67
  row_count: 29
  die_w_um: 82.6
  chipArea_um2: 6820
  fp_util: 0.412
  die_h_um: 82.6
sta:
  maxSlewHeadroom: 0.650
  skew_ps: 54.7
  hold_viol_final: 0
  setup_tns_ps: 0
  slew_viol_final: 0
  rsz0062_at_grt: "no"
  setup-violations-final: 0
  tightest_slew_ps: 524
power_and_ir_drop:
  leakage_nw: 1.41
  power_density_nw_per_um2: 314
  peakVddDrop_uv: 186
global_routing:
  antenna_found_initial: 0
  grt_usage: 0.171
  grt_pass1_vias: 1875
  grt_max_degree: 39
  grt_pass1_wl_um: 8500
  overflow: 0
flow_run:
  warnings: 123
  maxCapViolations: 0
placed_design:
  place_inst: 372
  place_congestion: 0.758
  portBuffers: 66
  detailed_place_hpwl_um: 3560
min_path:
  min_path_type: "reg2reg"
  hold_path.startpoint: "current_counter[2]$_DFFE_NN_"
outcome:
  status: "finished, final reports clean"
[placed cells by master, fill, tap and decap left out, drive strengths merged, types with 3 or more instances in the layout]
cell type	instances
a31oi	13
and2	3
and3	3
buf	3
clkbuf	12
clkdlybuf4s50	66
dfxtp	32
edfxtp	32
inv	38
nand2	27
nand3	15
nand4	6
nor2	16
nor4	4
o211ai	3
o21ai	15
o31ai	10
or3	4
or4	16
xnor2	9
[cell type report]
type                       instances  area [um^2]  share of cell area
clock buffer                      12          156              0.0426
clock inverter                    36          153              0.0416
inverter                           6         22.5             0.00614
multi-input combinational        155          918               0.250
sequential                        64         1600               0.437
tap                               77         96.3              0.0263
timing repair buffer              69          721               0.196
[sequential cells by signal, summed over array words and instances (netlist names)]
| register | cells |
|---|---|
| current_counter | 32 |
| program_counter | 32 |
[final timing paths]
kind	endpoint	slack (ps)	depth (start not counted)
worst max-delay path	current_counter[15]$_DFFE_NN_	500	5
worst min-delay path	current_counter[2]$_DFFE_NN_	670	1
worst max register to register	program_counter[18]$_DFF_P_	1990	0
worst min register to register	current_counter[2]$_DFFE_NN_	670	1
[metal layers]
layer,vias to the layer above,global-route usage,part of all wire
li1,1091,-,-
met1,967,0.277,0.49
met2,52,0.247,0.44
met3,9,0.0457,0.051
met4,0,0.0310,0.018
met5,-,0,0
[kinds of logic after synthesis]
kind of cell             Yosys count  synth area share
buffers and inverters             19            0.0303
flip-flops                        64             0.616
AND-OR/OR-AND                     42             0.101
adder cells (fa/ha/maj)            1           0.00481
XOR/XNOR                          11            0.0371
AND/OR/NAND/NOR                  100             0.206
multiplexers                       1           0.00433
[power by group]
group,internal (mW),switching (mW)
Combinational,0.0897,0.0456
Clock,0.245,0.166
Sequential,0.570,0.0378
[per-stage QoR]
stage	utilization	total power, mW	setup slack (ps)	instance area, um^2	hold WS [ps]
global placement	0.533	0.787	179	3360	671
finish	0.581	1.15	501	3670	672
CTS	0.581	1.23	558	3670	673
detailed placement	0.533	0.788	174	3360	665
floorplan	-	0.691	3.93	2600	611
global route	0.581	1.29	484	3670	692
Power is estimated from default activity; no workload was simulated.
