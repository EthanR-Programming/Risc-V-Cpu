==> design.v <==
module reg_file(
    input logic [0:0] clk,
    input logic [4:0] rs1_address,
    input logic [4:0] rs2_address,
    output logic [31:0] rs1_data,
    output logic [31:0] rs2_data,
    input logic [0:0] save_enable,
    input logic [4:0] save_address,
    input logic [31:0] save_value
);
    logic [31:0] block [31:0];
    always_comb begin
        rs1_data = block[rs1_address];
        rs2_data = block[rs2_address];
    end
    always @(posedge clk ) begin
        if (save_enable && save_address != 4'b0000)
            block[save_address] <= save_value;
    end
endmodule
==> run.sh <==
#!/bin/bash
# OpenROAD 26Q1-2900-gdf79404cd8, Yosys 0.63+post, stock flow scripts
make -C /OpenROAD-flow-scripts/flow DESIGN_CONFIG=/design/flow/config.mk WORK_HOME=/design/flow/orfs finish
==> config.mk <==
export PLATFORM = sky130hd
export DESIGN_NAME = reg_file
export DESIGN_NICKNAME = reg_file
export VERILOG_FILES = /design/flow/design.v
export SDC_FILE = /design/flow/constraint.sdc
export NUM_CORES = 4
export LEC_CHECK = 1
export CORE_UTILIZATION = 50
==> constraint.sdc <==
current_design reg_file

set clk_period 6.0
set clk_io_pct 0.2

create_clock -name clk0 -period $clk_period [get_ports {clk}]

set non_clock_inputs [all_inputs -no_clocks]
set_input_delay [expr $clk_period * $clk_io_pct] -clock clk0 $non_clock_inputs
set_output_delay [expr $clk_period * $clk_io_pct] -clock clk0 [all_outputs]
==> flow_metrics.tcl <==
# place-and-route summary
set metrics [dict create \
    edf_count 1024 \
    ys_sh_aoi_pct 8.048 \
    grt_use_total_pct 34.07 \
    synth-xor-area-share_pct 0 \
    post-route-util_pct 57.44 \
    cp_num_buf_inv 4 \
    mux_share_pct 21.02 \
    die_h_microns 314.3 \
    gr-total-overflow 0 \
    initialDrtViolationCount 2288 \
    grt_max_degree 73 \
    numSynthFlops 1024 \
    worstHoldEndpoint "block[13][14]$_DFFE_PP_" \
    layout.cells.non_filler 4911 \
    dp_hpwl_microns 85780 \
    synthSimpleGateAreaFrac_pct 4.709 \
    cts_resized 0 \
    status "completed" \
    portBuffers 112 \
    regMostFlops "block" \
    num_vias 31270 \
    critPathKind "in -> out" \
    synthTopLogicFamily "multiplexers" \
    finalInstanceArea_sq_um 55550 \
    startpoint_type "input port" \
    largest_reg_flops 1024 \
    syn_inst 3386 \
    cts_sinks 1024 \
    ys.flop_type "edfxtp_1" \
    fin_crit_ns 5.276 \
    coreArea_sq_um 96710 \
    maxCapViolCount 0 \
    drv_slew 0 \
    post-cts-setup-buffer-count 0 \
    hold_depth 2 \
    warning_count 1243 \
    relSlewSlack_pct 28.47 \
    async_flop_share_pct 0 \
    placementRows 114 \
    clk_pin_slew_worst_paths_ns 0.05 \
    ys_area_sq_um 48760 \
    critPathTopFamily "buffers and inverters" \
    dp_cells 4711 \
    design.die.area_sq_um 98770 \
    place_congestion 0.8890 \
    max_clock_freq_mhz 189.6 \
    holdBufCountCts 0 \
    endpoint_kind "primary output" \
    drtAntennaViolNets 0 \
    finalSetupViolations 0 \
    min_from "save_value[14]" \
    p_leak_uw 0.02056 \
    worstMarginPinSlew_ns 1.070 \
    drt_pass1_iterations 5 \
    root_buffer "clkbuf_16" \
    fa_ha_area_share_pct 0 \
    top_regs "block: 1024 flops" \
    vias_per_cell 6.367 \
    drcViolationCount 0 \
    power_density_nw_per_um2 271.5 \
    netlist_area_sq_um 48760 \
    die_w_microns 314.3 \
    hold_path_class "in -> reg" \
    h-tree-depth 3 \
    area_growth_pct 13.93 \
    wl_microns 152900 \
    initial_core_util_pct 50.42 \
    place_area_sq_um 52110 \
    hold_violations 0 \
    ys_seq_share_pct 63.07 \
    period_used_pct 87.93 \
    comb_area_sq_um 16890 \
    ys_warn_count 1 \
    rsz0062_at_grt "false" \
    yosysUniqueCellTypes 24 \
    clockBufferDepth 3 \
    cts_inserted_buffers 108 \
    cp.arrival_ns 4.08 \
    cp_data_required_time_ns 4.80 \
    first_global_vias 32820 \
    ios 113 \
    grt_pass1_wl_microns 218800 \
    post_drt_wl_per_cell_microns 31.13 \
    antenna_found_initial 4 \
    ys_cells 3386 \
    slowest_delay_ns 0.62 \
    syn_avg_cell_area_sq_um 14.40 \
    path_cells "clkdlybuf4s50_1 -> nor2b_4 -> buf_12 -> buf_12 -> a22o_1 -> nor3_1 -> a31oi_1 -> nand3_1 -> clkdlybuf4s50_1" \
    fin_tns_setup_ns 0 \
    fillers 7235 \
    worst_ir_drop_vdd_v 0.0001855 \
    worst_path_max_delay_cell "clkdlybuf4s50_1" \
    cp_max_fo 47 \
    layout-drive-gt1-share_pct 9.714 \
    flop_area_sq_um 30750 \
    cts_tree "yes" \
]
## worst max-delay path by stage
| stage | cells after the start | slack, ns | to | from |
|---|---|---|---|---|
| 4_1_cts | 9 | 0.76 | rs1_data[10] | rs1_address[0] |
| 5_1_grt | 9 | 0.55 | rs1_data[10] | rs1_address[0] |
| 6_report | 9 | 0.72 | rs1_data[10] | rs1_address[0] |
## synthesized netlist by cell type, types with 37 or more instances
| cell type | count | share of area, % |
|---|---|---|
| edfxtp_1 | 1024 | 63 |
| nand2_1 | 195 | 1.5 |
| clkbuf_1 | 82 | 0.63 |
| a22o_1 | 128 | 2.3 |
| a21oi_1 | 192 | 2.0 |
| mux2i_1 | 1024 | 21 |
| buf_4 | 57 | 0.88 |
| a31oi_1 | 64 | 0.82 |
| buf_2 | 62 | 0.64 |
| nor3_1 | 64 | 0.66 |
| buf_6 | 37 | 0.85 |
| nand3_1 | 194 | 2.0 |
| a22oi_1 | 192 | 3.0 |
## cell families (layout without fill, tap and decap cells)
group	Yosys count	in the layout
flip-flops	1024	1024
multiplexers	1024	1024
AND/OR/NAND/NOR	508	508
buffers and inverters	253	470
AND-OR/OR-AND	576	576
other	1	33
## report_power, final
group          total [uW]  switching (uW)  internal, uW
registers            8040            42.1          8000
clock network        5500            1710          3790
logic                1540             950           590
total               15100            2700         12400
## metrics by stage
stage	hold slack [ns]	power [uW]	setup slack, ns
detailed placement	2.036	9685	0.7574
CTS	1.301	16160	0.7608
finish	1.511	15080	0.7244
global route	1.340	16550	0.5523
global placement	2.021	9673	0.7263
floorplan	1.299	8996	2.380
## final cells by class
class,count,area share (%)
Tap cell,1276,2.874
Multi-Input combinational cell,2140,30.40
Clock inverter,62,1.050
Antenna cell,1,0.004505
Timing Repair Buffer,271,5.176
Sequential cell,1024,55.36
Clock buffer,137,5.138
## placed cells by master, fill, tap and decap left out, types with 110 or more instances in the layout
cell type / instances
a21oi_1: 192
a22o_1: 128
a22oi_1: 192
buf_4: 115
clkbuf_16: 110
clkdlybuf4s50_1: 110
edfxtp_1: 1024
mux2i_1: 1024
nand2_1: 193
nand3_1: 194
## metal layers
layer	global-route usage, %	vias to the layer above	share of wire, %
li1	-	13700	-
met1	45.50	15280	35
met2	47.66	1995	45
met3	23.05	281	16
met4	9.412	16	3.5
met5	2.515	-	0.17
Power and IR drop assume default switching activity.
