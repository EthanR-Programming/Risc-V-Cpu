`./design.v`:
```
typedef struct packed {
    logic [6:0] opcode;
    logic [4:0] rd;
    logic [2:0] func3;
    logic [4:0] rs1;
    logic [4:0] rs2;
    logic [6:0] func7;
    logic signed [31:0] imm_i;
    logic signed [31:0] imm_s;
    logic signed [31:0] imm_b;
    logic signed [31:0] imm_u;
    logic signed [31:0] imm_j;
    logic [0:0] is_r;
    logic [0:0] is_i;
    logic [0:0] is_s;
    logic [0:0] is_b;
    logic [0:0] is_u;
    logic [0:0] is_j;
    logic [0:0] is_jalr;
} decoded_instr_t;
module jump(
    input decoded_instr_t instr,
    input logic [31:0] rs1_data,
    input logic [31:0] program_counter,
    output logic [31:0] reg_save_value,
    output logic [31:0] pc_save_value,
    output logic [0:0] pc_reset_jump
);
    always_comb begin
        reg_save_value = (instr.is_j == 1'b1 || instr.is_jalr == 1'b1 ? program_counter + 3'b100 : 32'h00000000);
        pc_save_value = (instr.is_j == 1'b1 ? program_counter + instr.imm_j 
        : (instr.is_jalr == 1'b1 ? instr.imm_i + rs1_data : 32'h00000000));
        pc_reset_jump = (instr.is_j || instr.is_jalr);
    end
endmodule
```
`./run.sh`:
```
#!/bin/bash
# OpenROAD 26Q1-2900-gdf79404cd8, Yosys 0.63+post, stock flow scripts
make -C /OpenROAD-flow-scripts/flow DESIGN_CONFIG=/design/flow/config.mk WORK_HOME=/design/flow/orfs finish
```
`./constraint.sdc`:
```
current_design jump

set clk_period 19.2
set clk_io_pct 0.2

create_clock -name clk0 -period $clk_period

set non_clock_inputs [all_inputs -no_clocks]
set_input_delay [expr $clk_period * $clk_io_pct] -clock clk0 $non_clock_inputs
set_output_delay [expr $clk_period * $clk_io_pct] -clock clk0 [all_outputs]
```
`./config.mk`:
```
export PLATFORM = sky130hd
export DESIGN_NAME = jump
export DESIGN_NICKNAME = jump
export VERILOG_FILES = /design/flow/design.v
export SDC_FILE = /design/flow/constraint.sdc
export NUM_CORES = 4
export LEC_CHECK = 1
export CORE_AREA = 10 10 146 146
export DIE_AREA = 0 0 156 156
```
==> results.json <==
{
  "tightestPinTransition_ps": 641,
  "critPathKind": "in -> out",
  "placed_area_um2": 6120,
  "track_usage_pct": 12.2,
  "ys_sh_xor_pct": 18.2,
  "grtUsageMet2_pct": 18.3,
  "overflow": 0,
  "drive_gt1_share_pct": 2.91,
  "synth_area_um2": 3900,
  "setup_viol": 0,
  "critPathBufInv": 2,
  "grt_pass1_vias": 4491,
  "cp-end-kind": "output pin",
  "met3_usage_pct": 3.22,
  "p_per_area_nw_per_um2": 31.6,
  "min_period_ps": 11450,
  "seq_area_um2": 0,
  "drtAntennaViolNets": 0,
  "endpoint": "pc_save_value[30]",
  "crit_path_start": "program_counter[0]",
  "io_buffers": 195,
  "hold_buffers": 0,
  "period_used_pct": 59.7,
  "crit_family": "AND-OR/OR-AND gates",
  "gp_congestion": 0.878,
  "finalPower_mw": 0.193,
  "cp_cell_sequence": "clkdlybuf4s50_1 -> ha_1 -> fa_1 -> a211oi_1 -> nor2_1 -> o2111ai_2 -> a21oi_1 -> a211oi_2 -> o31a_2 -> o211ai_1 -> a41oi_1 -> xnor2_1 -> a22o_1 -> clkdlybuf4s50_1",
  "cp_data_arrival_time_ps": 7610,
  "antenna_found_initial": 1,
  "path_depth": 14,
  "hp-class": "in -> out",
  "flops": 0,
  "outcome": "finished, final reports clean",
  "hpwl_um": 14000,
  "row_count": 49,
  "die_y_um": 156,
  "fin_area_um2": 6120,
  "drc": 0,
  "cellLeakagePower_nw": 2.58,
  "wl_um": 15500,
  "slew_headroom_pct": 56.1,
  "holdPathStages": 4,
  "fp-utilization_pct": 21.6,
  "dr.pass1.iters": 4,
  "route.detailed.wl_per_inst_um": 15.7,
  "rsz0062_at_grt": "no",
  "busiest_layer": "met2",
  "synth_warnings": 1,
  "syn_to_final_growth_pct": 57.0,
  "timing.setup.tns_ps": 0,
  "dieWidth_um": 156,
  "ys_sh_adder_pct": 21.2,
  "critPathMaxStageDelay_ps": 490,
  "synth-compound-area-share_pct": 32.6,
  "logic_family": "AND-OR/OR-AND gates",
  "die_area_um2": 24300,
  "cts_resized": 0,
  "fin_ws_ps": 7750,
  "ys_chip_area_um2": 3900,
  "syn_inst": 568,
  "dp_slack_ps": 7720,
  "dr_total_vias": 4576,
  "post_cts_buffers": 0,
  "drv_slew": 0,
  "vias_per_cell": 4.64,
  "ios": 328,
  "ys_types": 57,
  "synth_area_per_cell_um2": 6.86,
  "use_met1_pct": 18.0,
  "mux_share_pct": 0,
  "grt_max_degree": 40,
  "holdWs_ps": 8730,
  "critPathRequiredTime_ps": 15360,
  "clockBufferCount": 0,
  "worstPathMaxFanout": 4,
  "synth_seq_share_pct": 0,
  "grt_pass1_wl_um": 24100,
  "critPathLaunchType": "input pin",
  "critPathSlowestCell": "clkdlybuf4s50_1",
  "ys_sh_simple_pct": 25.3,
  "drv_cap": 0,
  "ys_cells": 568,
  "coreArea_um2": 18100,
  "max_freq_ghz": 0.0873,
  "drt_first_iter_violations": 146,
  "cpMostUsedCell": "clkdlybuf4s50_1",
  "peakVddDrop_mv": 0.0121,
  "warning_count": 165,
  "finalHoldViolCount": 0
}
[synthesized netlist by cell type (all sizes together), types with 8 or more instances]
master  instances  area [um^2]
or3             8         50.1
xnor2          37          324
nor2b           8         50.1
nand2b         10         62.6
inv            14         52.6
nor2           60          225
a22o            8         70.1
nor3            8         40.0
nand3          17         85.1
a21oi          45          244
a21o           37          280
nand2          67          251
o21ai          44          220
ha             63          788
xor2           44          385
and3            9         56.3
[stage by stage]
stage,std cells,util [%]
2_1_floorplan,568,-
5_1_grt,986,33.8
3_3_place_gp,986,33.8
6_report,987,33.8
4_1_cts,986,33.8
3_5_place_dp,986,33.8
[layout by cell type (no fill, tap or decap), drive strengths merged, types with 14 or more instances in the layout]
master         count
ha                63
xnor2             37
nand2             67
clkdlybuf4s50    195
xor2              44
inv               14
nor2              60
o21ai             44
a21oi             45
a21o              37
nand3             17
[worst min path at each step]
stage                    from            endpoint
6_report  program_counter[23]  reg_save_value[23]
5_1_grt   program_counter[14]  reg_save_value[14]
4_1_cts   program_counter[14]  reg_save_value[14]
[report_power, final]
part            internal, mW      total, mW  switching [mW]
clock          0.00000000697  0.00000000697               0
sequential                 0              0               0
combinational          0.106          0.193          0.0873
[routing by layer]
layer	part of all wire (%)	up-vias
li1	-	2469
met2	41	139
met3	8.4	0
met1	51	1968
met5	0	-
met4	0	0
[cells by family after synthesis]
kind of cell | count (synthesis)
xor gates and xnor gates | 81
and+or+nand+nor | 210
AOI/OAI and AO/OA | 188
buffers and inverters | 24
adders and majority gates | 65
[area by class of cell]
class / instances / area (um^2)
Tap cell: 229 / 287
Antenna cell: 1 / 2.50
Inverter: 14 / 52.6
Fill cell: 1919 / 12000
Timing Repair Buffer: 199 / 1980
Multi-Input combinational cell: 544 / 3800
